--- design/flow/run.sh ---
#!/bin/bash
# OpenROAD 26Q1-2900-gdf79404cd8, Yosys 0.63+post, stock flow scripts
make -C /OpenROAD-flow-scripts/flow DESIGN_CONFIG=/design/flow/config.mk WORK_HOME=/design/flow/orfs finish
--- design/flow/config.mk ---
export PLATFORM = sky130hd
export DESIGN_NAME = smaller
export DESIGN_NICKNAME = smaller
export VERILOG_FILES = /design/flow/design.v
export SDC_FILE = /design/flow/constraint.sdc
export NUM_CORES = 4
export LEC_CHECK = 1
export CORE_AREA = 10 10 70 70
export DIE_AREA = 0 0 80 80
--- design/flow/constraint.sdc ---
current_design smaller

set clk_period 4.7
set clk_io_pct 0.2

create_clock -name clk0 -period $clk_period

set non_clock_inputs [all_inputs -no_clocks]
set_input_delay [expr $clk_period * $clk_io_pct] -clock clk0 $non_clock_inputs
set_output_delay [expr $clk_period * $clk_io_pct] -clock clk0 [all_outputs]
--- design/flow/design.v ---
module smaller #(parameter WIDTH = 32)
   (input wire [WIDTH-1:0] in_val,
    output wire [WIDTH-1:0] out_val
    );
   wire signed [WIDTH/2-1:0] val_re;
   wire signed [WIDTH/2-1:0] val_im;
   wire signed [WIDTH/2-1:0] val_re_i;
   wire signed [WIDTH/2-1:0] val_im_i;
   wire signed [WIDTH/2-2:0] val_re_s;
   wire signed [WIDTH/2-2:0] val_im_s;
   assign val_re = in_val[WIDTH-1:WIDTH/2];
   assign val_im = in_val[WIDTH/2-1:0];
   assign val_re_i = val_re/2;
   assign val_im_i = val_im/2;
   assign val_re_s = val_re_i;
   assign val_im_s = val_im_i;
   assign out_val = {2'b0, val_re_s, val_im_s};
endmodule
==> Slide: Implementation Results <==
Implementation Results

Logic synthesis
  – Post-synthesis cell count from yosys: 81
  – Library cells used by synthesis: 17
  – Post-synth area hogs: xor2_1 (22%), xnor2_1 (16%), ha_1 (8.4%), nand4_1 (8.4%), nor4_2 (8.4%)
  – Chip Area, Yosys: 597 um^2
  – Post-Synthesis Mean Instance Area: 7.37 um^2
  – Post-Syn Area: 597 um^2
  – Post-Synthesis Cells: 81
  – Sequential cell area fraction in the yosys report: 0%
  – Share of Yosys cell area claimed by the top area cell type: 22.0%
  – Post-synth top area cell: xor2_1
  – Total number of yosys warnings: 0

Global routing
  – Pin count of the biggest net entering global routing: 7
  – First-pass GRT wire length: 4130 um
  – Congestion Overflow GR: 0
  – Overall routing resource usage: 7.78%
  – Via count of the first global-routing pass: 831
  – Number of antenna violations at the first check in global routing: 0

Detailed routing
  – Final routed DRC violation total: 0
  – Antenna diode count: 0
  – Drt first-iter violations: 18
  – Per-cell via count in the routed design: 4.22
  – Remaining number of nets flagged by the antenna check after routing: 0
  – DRT Pass-1 Iters: 3
  – Total via count after detailed routing: 794
  – Per-cell routed wire length: 13.7 um
  – Post-Route WL: 2580 um

Floorplanning
  – Width of the chip: 80 um
  – Core utilization before placement: 17.5%
  – Die H: 80 um
  – Count of pins on the block boundary: 64
  – Site Rows: 21
  – Die Footprint: 6400 um^2
  – Core area: 3420 um^2

Pwr
  – Worst IR Drop VDD: 0.0277 mV
  – Leakage power of the design: 0.467 nW
  – Power per Cell Area: 68.6 nW/um^2
  – Switch share: 31.8%
  – Total power consumption of the routed design: 0.0000866 W
  – Seq pwr share: 0%
  – Power share of the combinational group: 100.0%
  – Internal power: 0.0000591 W
  – Clock network fraction of total power: 0%
  – Net load switching power: 0.0000276 W

STA
  – Sum of negative setup slack: 0 ns
  – Pins Over Slew Limit: 0
  – Final Worst Setup Slack: 0.659 ns
  – Fraction of the cycle the final worst path needs: 86.0%
  – Peak Freq: 247 MHz
  – Count of endpoints failing hold in the final timing report: 0
  – Setup repair after global routing missed its margin: no
  – Final setup fails: 0
  – Final Critical Period: 4.04 ns

Cells and area
  – Logic area: 578 um^2
  – Post-route insts no fill: 188
  – Most common logic cells in the final layout: clkdlybuf4s50_1 (62), xor2_1 (15), xnor2_1 (11)
  – Area of all placed cells without fillers: 1260 um^2
  – Area added between synthesis and finish: 112%
  – Flop count: 0
  – Fill cell instance count of the final layout: 368
  – Clock buffers: 0
  – Area taken by flip-flops and latches: 0 um^2
  – Most common library cell in the layout ignoring fill and taps: clkdlybuf4s50_1
  – Proportion of layout cells with a drive suffix above 1: 4.93%

Critical path
  – Startpoint type of the worst setup path: input port
  – Arrival time at the worst endpoint: 3.10 ns
  – Worst setup path class: in2out
  – Required time of the critical path: 3.76 ns
  – Timing startpoint of the critical path: in_val[31]
  – Largest driver fanout on the critical path: 5
  – Category of the worst setup path capture point: output pin

Run
  – Max-cap check violation count: 0
  – Count of warning messages emitted by the tools: 32

Place
  – Gp weighted congestion: 0.874
  – Post-placement cell count: 188
  – Port-buffer cells: 62
  – Total cell area at the placement stage: 1260 um^2
  – Setup WS pre-CTS: 0.643 ns
  – Post-detailed-placement half-perimeter wirelength: 2340 um

Min path
  – Hold-critical path depth: 3
  – Worst hold path type: in2out
  – Worst Hold Endpoint: out_val[14]
  – Source of the worst hold timing path: in_val[15]

Clock network
  – Post-CTS Setup Inserts: 0
  – Number of gates resized after cts: 0
  – Post-CTS Hold Buffers: 0

Run status
  – Run status: finished, final reports clean
## power groups by stage
stage	Clock, W	Sequential, W	Combinational [W]
finish	0	0	0.0000866
global route	0	0	0.0000949
CTS	0	0	0.0000888
## critical path: stages
cell and delay (ns):
clkdlybuf4s50_1 0.49, and2_1 0.14, ha_1 0.18, ha_1 0.22, nand4_2 0.19, nor4_2 0.27, xor2_1 0.17, clkdlybuf4s50_1 0.49
## worst max path at each step
stage | endpoint | slack, ns | cells after the start
CTS | out_val[29] | 0.63 | 8
global route | out_val[29] | 0.51 | 8
finish | out_val[29] | 0.66 | 8
## cell families (layout without fill, tap and decap cells)
family	after synthesis	count (layout)	synth area share [%]
xor+xnor	26	26	38.2
other cells	1	2	0.628
buf+inv	4	64	3.77
simple gates	46	46	49.1
fa+ha+maj	4	4	8.39
## through the flow
| step | hold slack, ns | util (%) |
|---|---|---|
| after floorplan | 1.91 | - |
| after global placement | 2.84 | 37.0 |
| after detailed placement | 2.86 | 37.0 |
| after CTS | 2.87 | 37.0 |
| after global routing | 2.89 | 37.0 |
| final | 2.85 | 37.0 |
## per-layer routing
layer | routed length (um) | global-route usage, %
met4 | 27 | 0.704
met1 | 971 | 8.64
met2 | 1480 | 15.3
met5 | 0 | 0
met3 | 97 | 1.25
## final cells by class
cell class | instances | area share [%]
Timing Repair Buffer | 62 | 49.1
Multi-Input combinational cell | 78 | 45.7
Tap cell | 46 | 4.55
Inverter | 2 | 0.594
## synth_stat cells
master and number:
xor2_1 15, xnor2_1 11, nand4_1 8, nand3_1 7
nand2_1 6, nor3_1 6, nor2_1 5, ha_1 4
nor4_2 4, and2_1 3, and4_1 3, buf_4 2
inv_1 2, nand4_2 2, and3_1 1, conb_1 1
nand3_2 1
Power and IR drop assume default switching activity.
