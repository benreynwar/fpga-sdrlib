### design.v
module qa_wrapper
  #(
    parameter WDTH = 32
    )
   (
    input wire             clk,
    input wire             reset,
    input wire [WDTH-1:0]  in_data,
    input wire             in_nd,
    output wire [WDTH-1:0] out_data,
    output wire            out_nd
    );
   wire [WDTH-1:0]         null_data;
   wire                    rst_n;
   assign rst_n = ~reset;
   split #(2, 1) split_0
     (.clk(clk),
      .rst_n(rst_n),
      .in_data(in_data),
      .in_nd(in_nd),
      .out_data({null_data, out_data}),
      .out_nd(out_nd)
      );
endmodule
module split
  #(
    parameter N_OUT_STREAMS = 2,
    parameter LOG_N_OUT_STREAMS = 1,
    parameter WIDTH = 32
    )
   (
    input                                clk,
    input                                rst_n,
    input wire [WIDTH-1:0]               in_data,
    input wire                           in_nd,
    output reg [WIDTH*N_OUT_STREAMS-1:0] out_data,
    output reg                           out_nd
    );
   reg [LOG_N_OUT_STREAMS-1:0]           pos;
   wire [WIDTH*N_OUT_STREAMS-1:0]        shifted_data;
   assign shifted_data = in_data << WIDTH*pos;
   always @ (posedge clk)
     begin
        if (!rst_n)
          begin
             pos <= {LOG_N_OUT_STREAMS{1'b0}};
          end
        else
          if (in_nd)
            begin
               if (pos == N_OUT_STREAMS-1)
                 begin
                    out_data <= out_data + shifted_data;
                    pos <= 1'b0;
                    out_nd <= 1'b1;
                 end
               else if (pos == 0)
                 begin
                    out_data <= shifted_data;
                    out_nd <= 1'b0;
                    pos <= pos + 1;
                 end
               else
                 begin
                    out_data <= out_data + shifted_data;
                    out_nd <= 1'b0;
                    pos <= pos + 1;
                 end
            end
          else
            out_nd <= 1'b0;
     end
endmodule
### run.sh
#!/bin/bash
# OpenROAD 26Q1-2900-gdf79404cd8, Yosys 0.63+post, stock flow scripts
make -C /OpenROAD-flow-scripts/flow DESIGN_CONFIG=/design/flow/config.mk WORK_HOME=/design/flow/orfs finish
### config.mk
export PLATFORM = sky130hd
export DESIGN_NAME = qa_wrapper
export DESIGN_NICKNAME = qa_wrapper
export VERILOG_FILES = /design/flow/design.v
export SDC_FILE = /design/flow/constraint.sdc
export NUM_CORES = 4
export LEC_CHECK = 1
export CORE_UTILIZATION = 40
### constraint.sdc
current_design qa_wrapper

set clk_period 16.8
set clk_io_pct 0.2

create_clock -name clk0 -period $clk_period [get_ports {clk}]

set non_clock_inputs [all_inputs -no_clocks]
set_input_delay [expr $clk_period * $clk_io_pct] -clock clk0 $non_clock_inputs
set_output_delay [expr $clk_period * $clk_io_pct] -clock clk0 [all_outputs]
==> impl_metrics.py <==
# Synthesis and PnR figures
metrics = {
    "drt": {
        "drcViolationCount": 0,
        "vias": 2957,
        "viasPerCell": 5.58,
        "wl_per_cell_um": 14.8,
        "ant_nets": 0,
        "wl_um": 7860,
        "antenna_cells": 0,
        "first_pass_iters": 5,
        "drt_iter0_drc": 96,
    },
    "floorplanning": {
        "io_pins": 68,
        "fp_util_pct": 41.6,
        "core_sq_um": 7810,
        "fp-row-count": 32,
        "die_h_um": 92.1,
        "dieArea_sq_um": 8490,
        "fp.dieW_um": 92.1,
    },
    "clock_network": {
        "clk_root_buffer_cell": "clkbuf_8",
        "h-tree-depth": 2,
        "clockBufferDepth": 2,
        "ctsHoldBuffers": 0,
        "path_clk_slew_ns": 0.08,
        "clkLatencyLatePin_ns": 0.29,
        "cts_repair_resize_count": 0,
        "clock_sinks": 34,
        "cts_setup_buffers": 0,
        "cts_tree": "done",
        "cts_buffers": 5,
    },
    "final_layout": {
        "synthToLayoutAreaGrowth_pct": 26.7,
        "fillers": 750,
        "drive_gt1_share_pct": 4.21,
    },
    "pwr": {
        "switchingPower_mw": 0.112,
        "power.total_mw": 0.323,
        "pwr-share-seq_pct": 33.2,
        "p_leak_nw": 1.72,
        "powerDensity_nw_per_um2": 78.4,
        "intPower_mw": 0.211,
        "combPwrFrac_pct": 42.8,
        "netSwitchingFraction_pct": 34.7,
        "ir_drop_v": 0.0000370,
        "clkPwrFrac_pct": 24.0,
    },
    "setup_path": {
        "crit_fanout": 7,
        "cp.required_ns": 16.85,
        "r2r-start": "split_0.pos$_SDFFE_PP0P_",
        "crit_start": "in_data[13]",
        "critPathCaptureType": "flip-flop",
        "crit_type": "in2reg",
        "cp-start-kind": "input pin",
        "arrival_ns": 6.06,
    },
    "logic_synthesis": {
        "synth_area_sq_um": 3250,
        "yosysSeqAreaShare_pct": 31.1,
        "yosysTopAreaCellShare_pct": 30.5,
        "area_leaders": "edfxtp_1 (30%), ha_1 (12%), a21o_1 (8.1%), nor2b_1 (6.4%), a21oi_1 (5.9%)",
        "async_flop_share_pct": 0,
        "edf_count": 33,
        "largest_area_cell": "edfxtp_1",
        "yosys_area_sq_um": 3250,
        "ys_warn_count": 1,
        "synth_flops": 34,
        "synth-main-ff-cell": "edfxtp_1",
        "yosys.cell_types.count": 55,
        "synth_cells": 364,
        "ys_cells": 364,
        "avgSynthCellArea_sq_um": 8.93,
    },
    "placement": {
        "post-dp-hpwl_um": 5980,
        "port_buffers": 67,
        "globalplace.congestion": 0.898,
    },
    "global_route": {
        "globalRouteTotalUtil_pct": 20.0,
        "grt_pass1_vias": 2746,
        "grt_pass1_wl_um": 13200,
        "antenna_found_initial": 0,
        "grt_max_degree": 51,
        "gr-total-overflow": 0,
    },
    "run": {
        "cap_violations": 0,
        "warnings": 25,
    },
    "sta": {
        "hold_viol_final": 0,
        "fmax_ghz": 0.166,
        "period_needed_ns": 6.01,
        "setup_tns_ns": 0,
        "grt_setup_unrepaired": "no",
        "setup_viol": 0,
        "tightestPinTransition_ns": 0.931,
        "slew_viol_final": 0,
        "slew_headroom_pct": 37.6,
        "min_period_over_period_pct": 35.8,
        "finClkSkew_ns": 0.00388,
    },
    "hold_path": {
        "worstHoldStart": "split_0.out_data[31]$_DFFE_PP_",
        "hp-class": "reg2reg",
    },
    "run_status": {
        "outcome": "completed",
    },
}
## sequential cells by signal (all words and copies together), names as in the netlist, named ones only
signal            flops
split_0.out_nd        1
split_0.pos           1
split_0.out_data     31
## worst max-delay path: stages
cell,delay [ns]
clkdlybuf4s50_1,0.45
nor2b_1,0.17
ha_1,0.33
a21oi_1,0.23
o21ai_1,0.12
a2111oi_0,0.67
o21ai_0,0.17
o21ai_1,0.27
xnor2_1,0.11
a21o_1,0.18
## cell usage after synthesis, types with 5 or more instances
cell type	instances
a21oi_1	38
nor3_1	5
edfxtp_1	33
xnor2_1	17
clkbuf_1	11
a21o_1	35
nand3_1	7
nand2_1	31
nor2_1	18
ha_1	30
o21ai_0	21
xor2_1	8
o211ai_1	5
nor2b_1	33
inv_1	9
nand4_1	7
## cells in the final DEF, fill, tap and decap left out, types with 8 or more instances in the layout
| cell | count |
|---|---|
| nor2b_1 | 32 |
| ha_1 | 30 |
| inv_1 | 9 |
| a21o_1 | 35 |
| edfxtp_1 | 33 |
| xor2_1 | 8 |
| nor2_1 | 18 |
| a21oi_1 | 38 |
| o21ai_0 | 21 |
| nand2_1 | 31 |
| clkdlybuf4s50_1 | 67 |
| xnor2_1 | 17 |
## final timing paths
kind | end | slack, ns | cells past startpoint
hold reg to reg | split_0.out_data[31]$_DFFE_PP_ | 0.73 | 2
hold / removal | split_0.out_data[31]$_DFFE_PP_ | 0.73 | 2
setup reg to reg | split_0.out_data[30]$_DFFE_PP_ | 13.12 | 11
setup / recovery | split_0.out_data[28]$_DFFE_PP_ | 10.79 | 10
## logic make-up (layout without fill, tap and decap cells)
logic type | Yosys count | in the layout | share of synthesized area [%]
XOR/XNOR | 25 | 25 | 6.74
multiplexers | 1 | 1 | 0.308
buffers and inverters | 22 | 86 | 2.81
AND-OR/OR-AND | 129 | 129 | 26.6
AND/OR/NAND/NOR | 122 | 122 | 20.2
adder cells (fa/ha/maj) | 31 | 31 | 12.2
flip-flops | 34 | 34 | 31.1
## routing by layer
metal	global-route usage (%)	wire [um]	up-vias
met2	30.0	3370	98
li1	-	-	1491
met1	32.5	3970	1364
met4	1.95	54	0
met3	2.95	464	4
met5	0	0	-
## per-stage QoR
step | setup WS (ns) | hold slack, ns | cell area (sq um) | cells | util (%)
after detailed placement | 10.52 | 0.699 | 4010 | 522 | 51.4
after global placement | 10.52 | 0.669 | 4010 | 522 | 51.4
after CTS | 10.83 | 0.723 | 4120 | 530 | 52.8
final | 10.79 | 0.726 | 4120 | 530 | 52.8
after global routing | 10.62 | 0.769 | 4120 | 530 | 52.8
after floorplan | 11.18 | 0.620 | 3250 | 364 | -
## layout make-up
| type | count | area [sq um] | area share [%] |
|---|---|---|---|
| Multi-Input combinational cell | 308 | 2150 | 52.2 |
| Sequential cell | 34 | 1010 | 24.6 |
| Timing Repair Buffer | 69 | 686 | 16.6 |
| Tap cell | 102 | 128 | 3.10 |
| Clock buffer | 5 | 68.8 | 1.67 |
| Clock inverter | 3 | 40.0 | 0.972 |
| Inverter | 9 | 33.8 | 0.820 |
## power groups by stage
stage                 combinational, mW  clock, mW  sequential (mW)
after global routing              0.155     0.0852            0.108
final                             0.138     0.0773            0.107
after CTS                         0.139     0.0818            0.107
No activity file was given, so power comes from the tool's default toggle rates.
