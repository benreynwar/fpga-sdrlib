==> design.v <==
module buffer_BB_to_stage
 #(
   parameter N = 8,
   parameter LOG_N = 3,
   parameter WIDTH = 32,
   parameter MWIDTH = 1
   )
   (
    input wire                     clk,
    input wire                     rst_n,
    input wire                     start,
    input wire                     read_full,
    input wire [WIDTH+MWIDTH-1: 0] read_data,
    output reg                     read_delete,
    output wire [LOG_N-1:0]        out_addr0,
    output wire [LOG_N-1:0]        out_addr1,
    output reg                     out_nd,
    output reg [WIDTH-1:0]         out_data0,
    output reg [WIDTH-1:0]         out_data1,
    output reg                     out_mnd,
    output reg [MWIDTH-1:0]        out_m,
    output wire                    active,
    output reg                     error
    );
   reg [LOG_N-1:0]                 addr;
   assign out_addr0 = addr;
   assign out_addr1 = addr + 1;
   reg                             read_counter;
   wire [WIDTH-1:0]                read_data_s;
   wire [MWIDTH-1:0]               read_data_m;
   assign {read_data_s, read_data_m} = read_data;
   reg                             first_read;
   reg                             active_o;
   assign active = active_o | start;
   always @ (posedge clk)
     begin
        out_nd <= 1'b0;
        read_delete <= 1'b0;
        out_mnd <= 1'b0;
        if (~rst_n)
          begin
             active_o <= 1'b0;
             addr <= {LOG_N{1'b0}};
             read_counter <= 1'b0;
             error <= 1'b0;
          end
        else if (start)
          begin
             if (active_o)
               error <= 1'b1;
             else
               begin
                  active_o <= 1'b1;
                  addr <= {LOG_N{1'b0}};
                  read_counter <= 1'b0;
                  first_read <= 1'b1;
               end
          end
        else if (active_o & read_full)
          begin
             out_mnd <= 1'b1;
             out_m <= read_data_m;
             read_counter <= ~read_counter;
             read_delete <= 1'b1;
             if (~read_counter)
               begin
                  out_data0 <= read_data_s;
                  if (~first_read)
                    addr <= addr + 2;
                  first_read <= 1'b0;
               end
             else
               begin
                  out_data1 <= read_data_s;
                  out_nd <= 1'b1;
                  if (addr == N-2)
                    begin
                       active_o <= 1'b0;
                    end
               end
          end
     end
endmodule
==> run.sh <==
#!/bin/bash
# OpenROAD 26Q1-2900-gdf79404cd8, Yosys 0.63+post, stock flow scripts
make -C /OpenROAD-flow-scripts/flow DESIGN_CONFIG=/design/flow/config.mk WORK_HOME=/design/flow/orfs finish
==> config.mk <==
export PLATFORM = sky130hd
export DESIGN_NAME = buffer_BB_to_stage
export DESIGN_NICKNAME = buffer_BB_to_stage
export VERILOG_FILES = /design/flow/design.v
export SDC_FILE = /design/flow/constraint.sdc
export NUM_CORES = 4
export LEC_CHECK = 1
export CORE_UTILIZATION = 30
==> constraint.sdc <==
current_design buffer_BB_to_stage

set clk_period 4.0
set clk_io_pct 0.2

create_clock -name clk0 -period $clk_period [get_ports {clk}]

set non_clock_inputs [all_inputs -no_clocks]
set_input_delay [expr $clk_period * $clk_io_pct] -clock clk0 $non_clock_inputs
set_output_delay [expr $clk_period * $clk_io_pct] -clock clk0 [all_outputs]
==> results.sh <==
# flow metrics
export IMPL_path_max_fanout=14
export IMPL_synth_warning_count=1
export IMPL_endpoint="active"
export IMPL_antenna_found_initial=0
export IMPL_htree_levels=3
export IMPL_clock_power_share_pct=40.0
export IMPL_p_per_area_nw_per_um2=398
export IMPL_path_class="input port to primary output"
export IMPL_r2r_start="active_o"
export IMPL_drt_iter0_drc=37
export IMPL_drt_pass1_iterations=4
export IMPL_cp_slowest_cell="clkdlybuf4s50_1"
export IMPL_fin_tns_setup_ns=0
export IMPL_path_clk_slew_ns=0.07
export IMPL_min_delay_start="error"
export IMPL_max_cap_violations=0
export IMPL_final_setup_skew_ns=0.00512
export IMPL_pwr_share_seq_pct=55.5
export IMPL_crit_family="buffers and inverters"
export IMPL_ys_cells=116
export IMPL_fmax_ghz=0.329
export IMPL_post_cts_setup_buffer_count=0
export IMPL_slew_viol_final=0
export IMPL_grt_pass1_vias=1382
export IMPL_cp_common_cell="clkdlybuf4s50_1"
export IMPL_num_rows=32
export IMPL_n_fill_cell=648
export IMPL_area_growth_synth_to_final_pct=59.1
export IMPL_intPower_mw=1.24
export IMPL_cts_buffers=9
export IMPL_synth_top_flop_cell="edfxtp_1"
export IMPL_grt_ovfl_total=0
export IMPL_ys_async_sr_fraction_pct=0
export IMPL_outcome="finished, final reports clean"
export IMPL_grt_use_met1_pct=16.8
export IMPL_fin_crit_ns=3.04
export IMPL_wl_per_cell_um=13.3
export IMPL_synthCells=116
export IMPL_grt_max_degree=33
export IMPL_gp_congestion=0.860
export IMPL_ff2ff_path_depth=3
export IMPL_warnings=25
export IMPL_swShare_pct=18.7
export IMPL_postCtsHoldBufs=0
export IMPL_finalHoldViolCount=0
export IMPL_clock_path_buffers=2
export IMPL_cts_tree="yes"
export IMPL_tightest_slew_ns=0.782
export IMPL_edf_count=66
export IMPL_required_ns=3.20
export IMPL_ctsRootBufferMaster="clkbuf_8"
export IMPL_ant_nets=0
export IMPL_drive_gt1_share_pct=10.2
export IMPL_drc=0
export IMPL_core_um2=7730
export IMPL_fin_cells=337
export IMPL_yosysMostFrequentCell="edfxtp_1"
export IMPL_crit_arrival_ns=2.24
export IMPL_ctsResizeCount=0
export IMPL_holdPathStages=2
export IMPL_routed_wirelength_mm=4.47
export IMPL_slew_headroom_pct=47.9
export IMPL_dp_hpwl_mm=3.05
export IMPL_clock_latency_ns=0.33
export IMPL_dp_cells=322
export IMPL_synth_distinct_cells=25
export IMPL_vias_per_cell=4.21
export IMPL_topCellsByArea="edfxtp_1 (82%), dfxtp_1 (5.8%), buf_4 (1.6%)"
export IMPL_clkSinkCount=73
export IMPL_crit_chain="clkdlybuf4s50_1 -> or2_2 -> clkdlybuf4s50_1"
export IMPL_setup_violations=0
export IMPL_largest_area_cell="edfxtp_1"
export IMPL_holdWs_ns=0.492
export IMPL_ios=113
export IMPL_critPathCaptureType="primary output"
export IMPL_top_cell_area_share_pct=82.5
export IMPL_startpoint="start"
export IMPL_grt_pass1_wl_mm=6.97
export IMPL_die_area_um2=8370
export IMPL_fp_util_pct=31.1
export IMPL_hold_class="flop to flop"
export IMPL_portBuffers=110
export IMPL_slowest_delay_ns=0.64
export IMPL_grt_most_used_layer="met1"
export IMPL_pwr_share_comb_pct=4.5
export IMPL_netlist_area_um2=2400
export IMPL_reg2reg_to="out_data1[10]"
export IMPL_p_sw_mw=0.284
export IMPL_antenna_cells=0
export IMPL_grt_usage_pct=11.5
export IMPL_finalClockPeriodUsage_pct=75.9
export IMPL_critical_path_depth=3
export IMPL_vias=1418
export IMPL_synth_seq_share_pct=88.3
export IMPL_ys_ff=73
export IMPL_grt_setup_unrepaired="false"
export IMPL_die_w_um=91.5
export IMPL_ys_area_um2=2400
export IMPL_yosys_top_cells_count="edfxtp_1 (66), dfxtp_1 (7), a21oi_1 (6)"
export IMPL_die_h_um=91.5
export IMPL_r2r_slack_ns=2.00
export IMPL_synth_avg_cell_area_um2=20.7
export IMPL_grt_use_met2_pct=16.4
export IMPL_cp_start_kind="input port"
export IMPL_cp_num_buf_inv=2
export IMPL_peakVddDrop_v=0.000146
export IMPL_grt_use_met3_pct=6.38
export IMPL_leakage_nw=1.28
==> layout make-up <==
cell class / instances / area (um2) / share of cell area (%)
repair buffers: 111 / 1110 / 29.0
multi-input cells: 33 / 238 / 6.22
well taps: 102 / 128 / 3.34
inverters: 3 / 11.3 / 0.295
flip-flops and latches: 73 / 2120 / 55.5
clock buffers: 9 / 124 / 3.24
clock inverters: 6 / 92.6 / 2.42
==> cells in the final DEF, fill, tap and decap left out, types with 2 or more instances in the layout <==
master,Yosys,routed
clkdlybuf4s50_1,0,110
edfxtp_1,66,66
clkbuf_8,0,9
dfxtp_1,7,7
a21oi_1,6,6
inv_1,3,3
nand2_1,3,3
nor2_1,3,3
nand2b_1,2,2
and2_2,2,2
nand3_1,2,2
conb_1,2,2
clkinvlp_4,0,2
bufinv_16,0,2
==> cells by family (layout without fill, tap and decap cells) <==
logic type      Yosys count  in the layout  synth area share (%)
flops                    73             73                  88.3
simple gates             20             20                  5.41
compound gates           10             10                  3.02
buf+inv                  10            129                  2.45
other cells               2              2                 0.312
fa+ha+maj                 1              1                 0.520
==> worst register-to-register path, delay by kind of cell, from the launching register on <==
kind	cells	cell delay, ns
flip-flops	1	0.52
AND/OR/NAND/NOR	3	1.08
==> per-stage QoR <==
step | utilization [%] | power (mW) | worst slack (ns) | cell area, um2
6_report | 49.5 | 1.52 | 0.963 | 3820
4_1_cts | 49.5 | 1.54 | 0.952 | 3820
2_1_floorplan | - | 0.874 | 0.720 | 2410
5_1_grt | 49.5 | 1.58 | 0.889 | 3820
3_5_place_dp | 46.7 | 0.929 | 0.963 | 3610
3_3_place_gp | 46.7 | 0.929 | 0.952 | 3610
==> power by group through the flow <==
stage     registers (mW)  logic, mW  clock network, mW
4_1_cts            0.844     0.0689              0.629
5_1_grt            0.845     0.0742              0.663
6_report           0.844     0.0679              0.609
==> how the worst min path moves through the flow <==
stage,slack [ns],to
finish,0.49,error
CTS,0.50,error
global route,0.53,error
==> flip-flops by register name, summed over array words and instances (netlist names) <==
register and cells:
read_counter 1, error 1, out_m 1, active_o 1, out_nd 1, out_data1 32, first_read 1, out_data0 32
addr 2, read_delete 1
==> per-layer routing <==
metal | vias up | part of all wire (%)
met1 | 656 | 42
met4 | 0 | 1.5
met3 | 8 | 13
li1 | 665 | -
met5 | - | 0
met2 | 89 | 43
Power figures rest on the tool's default switching activity, not on a simulated workload.
