===== /design/flow/constraint.sdc =====
current_design butterfly

set clk_period 12.1
set clk_io_pct 0.2

create_clock -name clk0 -period $clk_period [get_ports {clk}]

set non_clock_inputs [all_inputs -no_clocks]
set_input_delay [expr $clk_period * $clk_io_pct] -clock clk0 $non_clock_inputs
set_output_delay [expr $clk_period * $clk_io_pct] -clock clk0 [all_outputs]

===== /design/flow/design.v =====
module butterfly
  #(
    parameter WIDTH = 32,
    parameter MWIDTH = 1
    )
   (
    input wire                     clk,
    input wire                     rst_n,
    input wire [MWIDTH-1:0]        m_in,
    input wire signed [WIDTH-1:0]  w,
    input wire signed [WIDTH-1:0]  xa,
    input wire signed [WIDTH-1:0]  xb,
    input wire                     x_nd,
    output reg [MWIDTH-1:0]        m_out,
    output wire signed [WIDTH-1:0] ya,
    output wire signed [WIDTH-1:0] yb,
    output reg                     y_nd,
    output reg                     error
    );
   wire signed [WIDTH/2-1:0]        xa_re;
   wire signed [WIDTH/2-1:0]        xa_im;
   assign xa_re = xa[WIDTH-1:WIDTH/2];
   assign xa_im = xa[WIDTH/2-1:0];
   wire signed [WIDTH/2-1: 0]       ya_re;
   wire signed [WIDTH/2-1: 0]       ya_im;
   assign ya = {ya_re, ya_im};
   wire signed [WIDTH/2-1: 0]       yb_re;
   wire signed [WIDTH/2-1: 0]       yb_im;
   assign yb = {yb_re, yb_im};
   reg signed [WIDTH/2-1:0]         xa_re_z;
   reg signed [WIDTH/2-1:0]         xa_im_z;
   wire signed [WIDTH-1:0]          xbw;
   wire signed [WIDTH/2-1:0]        xbw_re;
   wire signed [WIDTH/2-1:0]        xbw_im;
   assign xbw_re = xbw[WIDTH-1:WIDTH/2];
   assign xbw_im = xbw[WIDTH/2-1:0];
   assign ya_re = xa_re_z + xbw_re;
   assign ya_im = xa_im_z + xbw_im;
   assign yb_re = xa_re_z - xbw_re;
   assign yb_im = xa_im_z - xbw_im;
   multiply_complex #(WIDTH) multiply_complex_0
     (.clk(clk),
      .rst_n(rst_n),
      .x(xb),
      .y(w),
      .z(xbw)
      );
  always @ (posedge clk)
    begin
       if (!rst_n)
         begin
            y_nd <= 1'b0;
            error <= 1'b0;
         end
       else
         begin
            y_nd <= x_nd;
            m_out <= m_in;
            if (x_nd)
              begin
                 xa_re_z <= xa_re/2;
                 xa_im_z <= xa_im/2;
              end
         end
    end
endmodule
module MULT18X18S
  (output reg signed [35:0] P,
   input signed [17:0] A,
   input signed [17:0] B,
   input C,     
   input CE,    
   input R      
   );
   always @(posedge C)
     if(R)
       P <= 36'sd0;
     else if(CE)
       begin
          P <= A * B;
       end
endmodule 
module multiply
  #(
    parameter WDTH = 0
    )
   (
    input wire                   clk,
    input wire                   rst_n,
    input wire signed [WDTH-1:0] x,
    input wire signed [WDTH-1:0] y,
    output wire signed [WDTH-1:0] z
    );
   reg                          ce;
   initial
     ce <= 1'b1;
   wire signed [17:0]            xb;
   wire signed [17:0]            yb;
   assign xb = x;
   assign yb = y;
   wire signed [35:0]       xy;
   MULT18X18S multer (.P(xy), .A(xb), .B(yb), .C(clk), .CE(ce), .R(~rst_n));   
   assign z = xy >>> (WDTH-1);
   always @ (posedge clk)
     begin
      end
endmodule
module multiply_complex
  #(
    parameter WIDTH = 32
    )
   (
    input wire                     clk,
    input wire                     rst_n,
    input wire signed [WIDTH-1:0]  x,
    input wire signed [WIDTH-1:0]  y,
    output wire signed [WIDTH-1:0] z
    );
   wire signed [WIDTH/2-1:0]       x_re;
   wire signed [WIDTH/2-1:0]       x_im;
   wire signed [WIDTH/2-1:0]       y_re;
   wire signed [WIDTH/2-1:0]       y_im;
   assign x_re = x[WIDTH-1:WIDTH/2];
   assign x_im = x[WIDTH/2-1:0];
   assign y_re = y[WIDTH-1:WIDTH/2];
   assign y_im = y[WIDTH/2-1:0];
   wire signed [WIDTH/2-1:0]       xreyre;
   wire signed [WIDTH/2-1:0]       xreyim;
   wire signed [WIDTH/2-1:0]       ximyre;
   wire signed [WIDTH/2-1:0]       ximyim;
   wire signed [WIDTH/2:0]       z_re_l;
   wire signed [WIDTH/2:0]       z_im_l;
   wire signed [WIDTH/2-1:0]       z_re;
   wire signed [WIDTH/2-1:0]       z_im;
   assign z_re_l = xreyre - ximyim;
   assign z_im_l = xreyim + ximyre;
   assign z_re = z_re_l >> 1;
   assign z_im = z_im_l >> 1;
   assign z = {z_re, z_im};
   multiply #(WIDTH/2) multiply_0
     (.clk(clk),
      .rst_n(rst_n),
      .x(x_re),
      .y(y_re),
      .z(xreyre)
      );
   multiply #(WIDTH/2) multiply_1
     (.clk(clk),
      .rst_n(rst_n),
      .x(x_re),
      .y(y_im),
      .z(xreyim)
      );
   multiply #(WIDTH/2) multiply_2
     (.clk(clk),
      .rst_n(rst_n),
      .x(x_im),
      .y(y_re),
      .z(ximyre)
      );
   multiply #(WIDTH/2) multiply_3
     (.clk(clk),
      .rst_n(rst_n),
      .x(x_im),
      .y(y_im),
      .z(ximyim)
      );
endmodule

===== /design/flow/config.mk =====
export PLATFORM = sky130hd
export DESIGN_NAME = butterfly
export DESIGN_NICKNAME = butterfly
export VERILOG_FILES = /design/flow/design.v
export SDC_FILE = /design/flow/constraint.sdc
export NUM_CORES = 4
export LEC_CHECK = 1
export CORE_UTILIZATION = 40

===== /design/flow/run.sh =====
#!/bin/bash
# OpenROAD 26Q1-2900-gdf79404cd8, Yosys 0.63+post, stock flow scripts
make -C /OpenROAD-flow-scripts/flow DESIGN_CONFIG=/design/flow/config.mk WORK_HOME=/design/flow/orfs finish

==> run summary <==
Physical implementation.

- In this run, post-CTS repair resized a total of 0 instances.
- In the synthesized netlist the dominant register cell turns out to be sky130_fd_sc_hd__dfxtp_1.
- The via count of the first global-routing pass came to about 34,000.
- The number of standard cells after synthesis is 4,859.
- The run reported a max-capacitance violation count of 0.
- By area the synthesized netlist is led by sky130_fd_sc_hd__fa_1 (47%), sky130_fd_sc_hd__ha_1 (11%), sky130_fd_sc_hd__inv_1 (10%), sky130_fd_sc_hd__and2_1 (6.8%), sky130_fd_sc_hd__nand2_1 (4.6%).
- The total wirelength of the detailed-routed design is 108 mm.
- Clock-pin slew was measured on the worst setup and hold paths at 70 ps.
- The critical path class is in2reg.
- The x dimension of the die is 334 um.
- A synthesized cell averages a little over 9 sq um.
- Derived from the worst setup path, the maximum achievable clock frequency is between 100 and 150 MHz.
- The number of port buffers is 165.
- The final timing report derives a shortest allowable period of 9150 ps.
- The number of max-slew violations in the final report is 0.
- Of the total synthesized cell area, the portion taken by AND-OR and OR-AND cells is 4.85%.
- Setup repair after global routing left no endpoint under its margin.
- The largest family of logic cells by area is adder cells.
- Across all checked pins, the minimum headroom to the slew limit is 40.6%.
- The pin closest to its max-slew limit shows a slew of 880 ps.
- The yosys warning tally is 3.
- The final weighted congestion in routability-driven placement is 0.951.
- The area growth from synthesis to layout is 7.83%.
- Global routing used 22.2% of the available tracks.
- The master cell of the clock root buffer is sky130_fd_sc_hd__clkbuf_16.
- Entering global routing, the biggest net connects approximately 48 pins.
- Yosys reported that registers with async set or reset make up 0%.
- The number of antenna violations at the first check in global routing is 1.
- The maximum count of clock buffers along a single path is 2.
- The number of vias per cell is about 4.8.
- The area reported by Yosys stat is 0.0441 sq mm.
- The synthesis run shows the most used standard cells to be sky130_fd_sc_hd__inv_1 (1,216), sky130_fd_sc_hd__fa_1 (1,026), sky130_fd_sc_hd__nand2_1 (541).
- For the final routed database, the setup TNS stands at 0 ps.
- The CTS tree is built.
- The remaining global-route overflow is 0.
- The final critical path takes up 75.6% of the cycle.
- The synthesized netlist was found by Yosys to have 4,859 cells.
- The run finished with clean final reports.
- Row generation in the floorplan step produced 121 rows.
- The launch point of the worst path is xb[15].
- The total of flip-flops plus latches after synthesis is 98.
- The simple-gate area share of the yosys netlist is 15.6%.
- The end point of the critical path is multiply_complex_0.multiply_3.multer.P[30].
- Summed over its instances, the top area cell type makes up 46.6% of the synthesized netlist area.
- The number of clock buffers added by TritonCTS is 9.
- The final number of setup-violating endpoints is 0.
- According to the dpl log, the detail-placed design has an HPWL of 85.4 mm.
- The hold-critical path depth is 1.
- The die is 334 um tall.
- The number of cells in the design after placement is roughly 6,300.
- The first-pass iteration count of the detailed router is 6.
- The number of hold buffers added after CTS was 0.
- The count of vias placed by the detailed router is between 30,000 and 40,000.
- The area fraction in mux cells is less than 1%.
- The area of the core is 0.109 sq mm.
- The wire length of the first global-routing pass is 182 mm.
- The adder and majority cell fraction of the synthesized area is between 50% and 60%.
- The maximum fanout encountered on the critical timing path is 21.
- The count of pins on the block boundary is 167.
- The sink count of the clock tree is 98.
- The worst path arrival time is 9460 ps.
- The die covers 0.112 sq mm.
- The detail route stage leaves a number of antenna-violating nets equal to 0.
- Counting flops with a built-in enable in the synthesized netlist gives 33.
- The dominant cell type by area after synthesis is sky130_fd_sc_hd__fa_1.
- For reference, XOR and XNOR gates occupy 4.01% of the area reported after synthesis.
- The required time reported for the critical path endpoint is 12,410 ps.
- The netlist area before placement is between 0.04 and 0.05 sq mm.
- STA classifies the critical path startpoint as an input port.
- The depth of the CTS H-tree is 3.
- The final cell count without fillers is 6,312.
- Per Yosys stat, the portion of area used by sequential elements is 5.20%.
- The proportion of layout cells with a drive suffix above 1 is 2.47%.
- The final antenna diode tally reported by the flow is 0.
- The number of distinct standard cells referenced by the synthesized netlist is about 77.
- Per the log, the first TritonRoute iteration ended with a DRC count of 1,024.
- The total DRC errors in the routed layout is 0.
- STA classifies the critical path endpoint as a register.
- In the floorplan report the effective utilization is 40.4%.
- In the final report, the number of hold violations comes to 0.
- The OpenROAD warning count is 57.
- The routed length per placed instance is 17.1 um.
- The post-CTS setup-driven buffer insertion count is 0.
- The most frequently used library cell after synthesis is sky130_fd_sc_hd__inv_1.
- The worst hold path class is in2reg.
cells by family (layout without fill, tap and decap cells):
logic type               count (synthesis)  after routing
XOR/XNOR                               202            202
AND/OR/NAND/NOR                       1383           1383
multiplexers                             5              5
buffers and inverters                 1429           1468
other                                    1              1
flip-flops                              98             98
AND-OR/OR-AND                          311            311
adder cells (fa/ha/maj)               1430           1430
per-stage QoR:
stage / hold WS [ps] / area, sq um / utilization (%) / setup WS [ps]
floorplan: 2520 / 44100 / - / 3880
global placement: 2980 / 47200 / 43.3 / 2560
detailed placement: 2990 / 47200 / 43.3 / 2520
CTS: 2590 / 47500 / 43.6 / 2900
global route: 2600 / 47500 / 43.6 / 2620
finish: 2620 / 47500 / 43.6 / 2950
sequential cells by signal, summed over array words and instances, names as in the netlist:
| name | cells |
|---|---|
| y_nd | 1 |
| xa_re_z | 16 |
| xa_im_z | 16 |
| multiply_complex_0.multiply_3.multer.P | 16 |
| multiply_complex_0.multiply_0.multer.P | 16 |
| multiply_complex_0.multiply_1.multer.P | 16 |
| m_out | 1 |
| multiply_complex_0.multiply_2.multer.P | 16 |
worst min path at each step:
stage / endpoint / from / slack (ps)
global route: m_out / m_in[0] / 2600
finish: m_out / m_in[0] / 2620
CTS: m_out / m_in[0] / 2590
layer usage:
metal	vias to the layer above	share of wire [%]	track usage (%)
met5	-	0.11	0.782
met4	2	2.2	3.67
met3	127	8.7	7.79
met2	799	49	36.6
met1	15339	40	29.6
li1	14302	-	-
critical path: stages:
cell and delay [ps]:
sky130_fd_sc_hd__clkdlybuf4s50_1 900, sky130_fd_sc_hd__buf_4 390, sky130_fd_sc_hd__nand2_1 130, sky130_fd_sc_hd__inv_1 150, sky130_fd_sc_hd__fa_1 510, sky130_fd_sc_hd__fa_1 550, sky130_fd_sc_hd__fa_1 450, sky130_fd_sc_hd__fa_1 500
sky130_fd_sc_hd__fa_1 490, sky130_fd_sc_hd__inv_1 50, sky130_fd_sc_hd__fa_1 470, sky130_fd_sc_hd__inv_1 40, sky130_fd_sc_hd__ha_1 310, sky130_fd_sc_hd__a22o_1 190, sky130_fd_sc_hd__nor4_1 200, sky130_fd_sc_hd__o21ai_0 170
sky130_fd_sc_hd__a21oi_1 380, sky130_fd_sc_hd__o211a_1 250, sky130_fd_sc_hd__o31ai_2 140, sky130_fd_sc_hd__o211a_1 260, sky130_fd_sc_hd__or3_1 350, sky130_fd_sc_hd__a21oi_1 150
area by class of cell:
cell class / count / area [sq um]
fillers: 10465 / 61500
inverters: 1216 / 4560
clock inverters: 7 / 83.8
multi-input cells: 3332 / 36400
well taps: 1414 / 1770
clock buffers: 9 / 225
flip-flops and latches: 98 / 2290
repair buffers: 236 / 2180
layout by cell type (no fill, tap or decap), types with 34 or more instances in the layout:
cell type                            n
sky130_fd_sc_hd__inv_1            1215
sky130_fd_sc_hd__ha_1              404
sky130_fd_sc_hd__nand2_1           541
sky130_fd_sc_hd__nand2b_1           40
sky130_fd_sc_hd__buf_4              71
sky130_fd_sc_hd__fa_1             1026
sky130_fd_sc_hd__xnor2_1           141
sky130_fd_sc_hd__nand3_1            34
sky130_fd_sc_hd__nor2_1            156
sky130_fd_sc_hd__a21oi_1            86
sky130_fd_sc_hd__and2_1            482
sky130_fd_sc_hd__o21ai_0            48
sky130_fd_sc_hd__dfxtp_1            65
sky130_fd_sc_hd__nor3_1             34
sky130_fd_sc_hd__xor2_1             61
sky130_fd_sc_hd__clkdlybuf4s50_1   165
