===== config.mk =====
export PLATFORM = sky130hd
export DESIGN_NAME = stage_to_out
export DESIGN_NICKNAME = stage_to_out
export VERILOG_FILES = /design/flow/design.v
export SDC_FILE = /design/flow/constraint.sdc
export NUM_CORES = 4
export LEC_CHECK = 1
export CORE_AREA = 10 10 96 96
export DIE_AREA = 0 0 106 106

===== constraint.sdc =====
current_design stage_to_out

set clk_period 2.6
set clk_io_pct 0.2

create_clock -name clk0 -period $clk_period [get_ports {clk}]

set non_clock_inputs [all_inputs -no_clocks]
set_input_delay [expr $clk_period * $clk_io_pct] -clock clk0 $non_clock_inputs
set_output_delay [expr $clk_period * $clk_io_pct] -clock clk0 [all_outputs]

===== design.v =====
module stage_to_out
 #(
   parameter N = 8,
   parameter LOG_N = 3,
   parameter WIDTH = 32,
   parameter MWIDTH = 1
   )
   (
    input wire              clk,
    input wire              rst_n,
    input wire              start,
    output reg [LOG_N-1:0]  addr,
    input wire [WIDTH-1:0]  in_data,
    output reg              out_mread,
    input wire              in_mfull,
    input wire [MWIDTH-1:0] in_m,
    output reg              out_nd,
    output reg [WIDTH-1:0]  out_data,
    output reg [MWIDTH-1:0] out_m,
    output wire             active,
    output reg              error
    );
   reg                      active_o;
   assign active = active_o | start;
   always @ (posedge clk)
     begin
        out_nd <= 1'b0;
        out_mread <= 1'b0;
        if (~rst_n)
          begin
             active_o <= 1'b0;
             addr <= {LOG_N{1'b0}};
             error <= 1'b0;
          end
        else if (start)
          begin
             if (active_o)
               error <= 1'b1;
             else
               begin
                  active_o <= 1'b1;
                  addr <= {LOG_N{1'b0}};
               end
          end
        else if (active_o)
          begin
             out_mread <= 1'b1;
             out_nd <= 1'b1;
             out_data <= in_data;
             out_m <= in_m;
             if (~in_mfull)
               error <=1'b1;
             if (addr == N-1)
               begin
                  active_o <= 1'b0;
               end
             else
               addr <= addr + 1;
          end
     end
endmodule

===== run.sh =====
#!/bin/bash
# OpenROAD 26Q1-2900-gdf79404cd8, Yosys 0.63+post, stock flow scripts
make -C /OpenROAD-flow-scripts/flow DESIGN_CONFIG=/design/flow/config.mk WORK_HOME=/design/flow/orfs finish

==> notes.md <==
This memo summarizes the results of the implementation run.

Synth
The mapped cell area is 0.001289 mm^2. The number of different library cells used by synthesis comes to 18. The area fraction of the largest cell type after synthesis is 0.7689. Per Yosys stat, the portion of area used by sequential elements is 0.8621. Sorting the synthesized cells by area gives the leading types as edfxtp_1 (77%), dfxtp_1 (9.3%), ha_1 (1.9%), o211ai_1 (1.2%), o21a_1 (1.2%). Synthesis handed over a netlist of 65 instances. The synthesized area divided by synthesized cell count is 19.83 um^2.

The yosys stat chip area is 0.001289 mm^2. Counting the warning lines in the Yosys log gives 1. The number of cells in the yosys synthesis report is 65.

edfxtp_1 takes more of the synthesized area than any other cell. The count of state elements after synthesis is 39.

Clock network
Post-CTS repair changed the size of 0 cells. The clock latency on the worst-skew pair is 280 ps. The number of clock sinks came to 39. The post-CTS repair timing setup buffer count is 0. On the reported timing paths, the clock transition at the registers reads 70 ps.

The largest buffer count on any clock path is 2. The buffer type at the clock tree root is clkbuf_8. Counting the buffers created by CTS gives 5. Buffers inserted to repair hold after CTS numbered 0. The total number of H-tree levels is 2. The clock tree from TritonCTS is done.

Drt
The count of nets left with antenna violations once routing finished came out at 0. For this run, the detailed router reports a per-instance via density of 3.458. The number of search-and-repair iterations in the first detailed-routing pass is 4. The routed design shows a wire length per standard cell of 13.49 um. Per the detail_route report, the via count comes to 861.

The iteration-0 DRC count of the detailed router is 24. The number of antenna cells inserted is 0. The aggregate routed wire length is 3358 um. TritonRoute reported its final design rule violation total as 0.

Final timing
The final period utilization is 0.8243. In the final timing run, aggregate negative setup slack is 0 ps. For the finished layout, the period the worst path requires is 2143 ps. The final report lists the setup-violating endpoint count as 0. The setup clock skew after layout is 6.909 ps. The worst slew margin relative to its limit is 0.8383. Hold-check failures listed in the final report amount to 0. For this run, the top clock speed supported by timing is 0.4666 GHz.

The count of final max-slew check failures is 0. Setup repair after global routing left no endpoint under its margin. The transition at the pin with the smallest max-transition slack is 239.2 ps.

Die
The area of the die is 0.01124 mm^2. The number of placement rows is 31. The horizontal die dimension reported for this design is 106 um.

The floorplan step defined a core boundary enclosing 0.007214 mm^2. The die extent in y is 106 um. The share of the core area taken by cells at floorplan is 0.1786. In this run the count of I/O pins placed on the die edge is 77.

Global routing
The pin count of the biggest net entering global routing is 21. The via count of the first global-routing pass was 902. Summed over all layers, the global routing overflow is 0.

The first-pass GRT wire length is 4947 um. The initial antenna violation count is 0. The total track usage is 0.05657.

Layout
At the end of the flow the core is filled with cells to 0.3146. The post-synthesis to final-layout area growth is 76.12%. The fraction of final layout cells sized beyond drive strength 1 is 0.08000. The most common logic cells in the final layout are clkdlybuf4s50_1 (76), edfxtp_1 (33), dfxtp_1 (6). The library cell used most frequently in the layout, excluding fill and tap cells, is clkdlybuf4s50_1.

Critical path
The endpoint class of the critical path is a primary output. The startpoint class of the critical path is an input port. The largest driver fanout on the critical path is 4. The worst endpoint required time is 2080 ps. The class of the most critical setup path is in2out. STA puts the critical path data arrival time at 1620 ps.

Pwr
The power report puts the leakage power at 0.7664 nW. In this run the power density over the cells is 522.1 mW/mm^2. The worst-case vdd ir drop is 0.1415 mV.

Place
The placement report lists the number of port buffers as 76. Per the gpl log, the routability congestion estimate is 0.7100. For this run the detailed placement stage logged an HPWL of 2875 um.

Outcome
The run finished with clean final reports.

Run
The number of maximum-capacitance violations is 0. The total tool warning count is 25.

Hold path
In this run the worst hold path is classified as reg2reg.
cell type report:
type,count,area (um^2)
Tap cell,99,123.9
Inverter,2,7.507
Sequential cell,39,1111
Multi-Input combinational cell,22,158.9
Clock inverter,2,12.51
Fill cell,734,4945
Clock buffer,6,72.57
Timing Repair Buffer,79,783.3
sequential cells by signal, summed over array words and instances, names as in the netlist:
register,flops
active_o,1
out_mread,1
out_m,1
error,1
addr,3
out_data,32
metrics by stage:
| stage | std cells | area (um^2) | hold slack (ps) | total power, W | setup slack [ps] |
|---|---|---|---|---|---|
| 6_report | 249 | 2270 | 473.6 | 0.001185 | 456.8 |
| 3_3_place_gp | 241 | 2185 | 457.6 | 0.0008218 | 449.9 |
| 3_5_place_dp | 241 | 2185 | 462.3 | 0.0008230 | 438.7 |
| 2_1_floorplan | 65 | 1289 | 417.8 | 0.0007306 | 126.1 |
| 5_1_grt | 249 | 2270 | 504.9 | 0.001249 | 377.2 |
| 4_1_cts | 249 | 2270 | 481.2 | 0.001215 | 438.7 |
path summary, 6_finish.rpt:
check,end,cells after the start,slack [ps],start
min reg2reg,error,1,470,error
max reg2reg,addr[2],5,1160,addr[0]
min,error,1,470,error
max,active,4,460,start
worst max-delay path: stages:
cell and delay [ps]:
clkdlybuf4s50_1 480, inv_1 90, nand2_1 70, clkdlybuf4s50_1 470
cell families (layout without fill, tap and decap cells):
kind of cell / count (synthesis) / after routing / share of synthesized area
flip-flops: 39 / 39 / 0.8621
AND/OR/NAND/NOR: 9 / 9 / 0.03883
adder cells (fa/ha/maj): 2 / 2 / 0.01941
buffers and inverters: 4 / 89 / 0.02039
AND-OR/OR-AND: 11 / 11 / 0.05922
power by group:
group | switching [W] | internal (W)
clock network | 0.000191 | 0.000187
registers | 0.00000621 | 0.000696
logic | 0.0000257 | 0.0000788
cells in the mapped netlist:
cell	number
edfxtp_1	33
dfxtp_1	6
nand2_1	3
nor2_1	3
a21oi_1	2
a31oi_1	2
ha_1	2
inv_1	2
o211ai_1	2
o21a_1	2
a21boi_0	1
a21boi_1	1
and4bb_2	1
buf_4	1
buf_6	1
nor3_1	1
nor4bb_1	1
o32ai_1	1
metal layers:
| metal | global-route usage | vias up | part of all wire |
|---|---|---|---|
| met5 | 0 | - | 0 |
| met1 | 0.06089 | 394 | 0.37 |
| met4 | 0.008704 | 0 | 0.011 |
| met2 | 0.09717 | 44 | 0.50 |
| met3 | 0.03180 | 5 | 0.12 |
| li1 | - | 418 | - |
Power is estimated from default activity; no workload was simulated.
