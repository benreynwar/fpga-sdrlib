$ cat flow/run.sh
#!/bin/bash
# OpenROAD 26Q1-2900-gdf79404cd8, Yosys 0.63+post, stock flow scripts
make -C /OpenROAD-flow-scripts/flow DESIGN_CONFIG=/design/flow/config.mk WORK_HOME=/design/flow/orfs finish
$ cat flow/config.mk
export PLATFORM = sky130hd
export DESIGN_NAME = message_stream_combiner
export DESIGN_NICKNAME = message_stream_combiner
export VERILOG_FILES = /design/flow/design.v
export SDC_FILE = /design/flow/constraint.sdc
export NUM_CORES = 4
export LEC_CHECK = 1
export CORE_UTILIZATION = 50
export SYNTH_MEMORY_MAX_BITS = 65536
$ cat flow/constraint.sdc
current_design message_stream_combiner

set clk_period 73.3
set clk_io_pct 0.2

create_clock -name clk0 -period $clk_period [get_ports {clk}]

set non_clock_inputs [all_inputs -no_clocks]
set_input_delay [expr $clk_period * $clk_io_pct] -clock clk0 $non_clock_inputs
set_output_delay [expr $clk_period * $clk_io_pct] -clock clk0 [all_outputs]
$ cat flow/design.v
module buffer_AA
  #(
    parameter WIDTH = 32,
    parameter MEM_SIZE = 64,
    parameter LOG_MEM_SIZE = 6
    )
   (
    input wire                clk,
    input wire                rst_n,
    input wire                write_strobe,
    input wire [WIDTH-1: 0]   write_data,
    input wire                read_delete,
    output reg                read_full,
    output reg [WIDTH-1: 0]   read_data,
    output reg                write_error,
    output reg                read_error
    );
   reg [MEM_SIZE-1:0]         full;
   reg [WIDTH-1: 0]           RAM[MEM_SIZE-1:0];
   reg [LOG_MEM_SIZE-1: 0]    write_addr;
   reg [LOG_MEM_SIZE-1: 0]    read_addr;
   wire [LOG_MEM_SIZE-1: 0]   next_read_addr;
   assign next_read_addr = read_addr + 1;
   always @(posedge clk)
     if (!rst_n)
       begin
          write_error <= 1'b0;
          read_error <= 1'b0;
          full <= {MEM_SIZE{1'b0}};
          write_addr <= {LOG_MEM_SIZE{1'b0}};
          read_addr <= {LOG_MEM_SIZE{1'b0}};
       end
     else
       begin
          if (write_strobe)
            begin
               if (!full[write_addr])
                 begin
                    RAM[write_addr] <= write_data;
                    full[write_addr] <= 1'b1;
                    write_addr <= write_addr + 1;
                 end
               else
                 write_error <= 1'b1;
            end
          if (read_delete)
            begin
               if (full[read_addr])
                 begin
                    full[read_addr] <= 1'b0;
                    read_addr <= next_read_addr;
                    read_full <= full[next_read_addr];
                    read_data <= RAM[next_read_addr];
                 end
               else
                 begin
                    read_error <= 1'b1;
                    read_full <= full[read_addr];
                    read_data <= RAM[read_addr];
                 end
            end
          else
            begin
               read_full <= full[read_addr];
               read_data <= RAM[read_addr];
            end
       end
endmodule
module message_stream_combiner
  #(
    parameter N_STREAMS = 4,
    parameter LOG_N_STREAMS = 2,
    parameter WIDTH = 32,
    parameter INPUT_BUFFER_LENGTH = 64,
    parameter LOG_INPUT_BUFFER_LENGTH = 6,
    parameter MAX_PACKET_LENGTH = 1024,
    parameter LOG_MAX_PACKET_LENGTH = 10
    )
   (
    input                            clk,
    input                            rst_n,
    input wire [WIDTH*N_STREAMS-1:0] in_data,
    input wire [N_STREAMS-1:0]       in_nd,
    output reg [WIDTH-1:0]           out_data,
    output reg                       out_nd,
    output wire                      error       
    );
   wire [N_STREAMS-1:0]              stream_write_errors;
   wire [N_STREAMS-1:0]              stream_read_errors;
   wire [N_STREAMS-1:0]              stream_errors;
   reg [N_STREAMS-1: 0]              read_deletes;
   wire [N_STREAMS-1: 0]             read_fulls;
   wire [WIDTH-1: 0]                 read_datas[N_STREAMS-1:0];
   reg [LOG_N_STREAMS-1: 0]          stream;
   assign stream_errors = stream_write_errors | stream_read_errors;
   assign error = | stream_errors;
   genvar                            i;
   generate
      for (i=0; i<N_STREAMS; i=i+1) begin: LOOP_0
         buffer_AA #(WIDTH, INPUT_BUFFER_LENGTH, LOG_INPUT_BUFFER_LENGTH)
         the_buffer 
         (.clk(clk),
          .rst_n(rst_n),
          .write_strobe(in_nd[i]),
          .write_data(in_data[WIDTH*(i+1)-1 -:WIDTH]),
          .read_delete(read_deletes[i]),
          .read_full(read_fulls[i]),
          .read_data(read_datas[i]),
          .write_error(stream_write_errors[i]),
          .read_error(stream_read_errors[i])
          );
      end
   endgenerate
   reg [LOG_MAX_PACKET_LENGTH-1:0] packet_pos;
   reg [LOG_MAX_PACKET_LENGTH-1:0] packet_length;
   wire                            is_header;
   wire [WIDTH-1:0]                temp_is_header;
   assign temp_is_header = read_datas[stream] >> (WIDTH-1);
   assign is_header = temp_is_header;
   always @ (posedge clk)
     begin
        if (!rst_n)
          begin
             stream <= {LOG_N_STREAMS{1'b0}};
             read_deletes <= {N_STREAMS{1'b0}};
             packet_pos <= {LOG_MAX_PACKET_LENGTH{1'b0}};
             packet_length <= {LOG_MAX_PACKET_LENGTH{1'b0}};
          end
        else
          begin
             if ((!read_deletes[stream]) && (read_fulls[stream]))
               begin
                  read_deletes <= {{N_STREAMS-1{1'b0}},{1'b1}} << stream;
                  out_nd <= 1'b1;
                  out_data <= read_datas[stream];
                  if (packet_pos == 0)
                    begin
                       if (is_header)
                         begin
                            packet_length <= read_datas[stream][WIDTH-2 -:LOG_MAX_PACKET_LENGTH];
                            if (read_datas[stream][WIDTH-2 -:LOG_MAX_PACKET_LENGTH] != 0)
                              packet_pos <= packet_pos + 1;
                         end
                    end  
                  else
                    begin
                       if (packet_pos == packet_length)
                         packet_pos <= 0;
                       else
                         packet_pos <= packet_pos + 1;
                    end
               end
             else
               begin
                  out_nd <= 1'b0;
                  if (packet_pos == 0)
                    begin
                       if (stream == N_STREAMS-1)
                         stream <= 0;
                       else
                         stream <= stream + 1;
                    end
                  read_deletes <= {N_STREAMS{1'b0}};
               end
          end
     end
endmodule
==> job_summary.md <==
### Flow metrics

| Metric | Value |
|---|---|
| Run status | `complete, no violations` |
| Registers, synthesis | `8,695` |
| Synth-to-Final Area Change | `12.8%` |
| Endpoint of the lowest-slack register-to-register path | `LOOP_0[2].the_buffer.read_data[0]$_DFFE_PP_` |
| Aggregate negative setup slack | `0 ns` |
| Floorplan Core Area | `690,000 µm²` |
| Antenna violations before repair | `125` |
| Number of vias per cell after detailed routing | `6.63` |
| Most congested layer reported by global routing | `met2` |
| Number of cells on the worst hold path | `2` |
| Worst setup skew after layout | `0.0628 ns` |
| Via count of the first global-routing pass | `231k` |
| Path type of the worst min-delay path | `reg2reg` |
| Fraction of layout cells with a size suffix above 1 | `12.6%` |
| CTS-repair resized insts | `0` |
| Hold buffers post-CTS | `0` |
| Count of cell types in the netlist | `~95` |
| Classification of the worst setup path | `in2reg` |
| Crit Path Max Fanout | `25` |
| Power density of the placed cells | `26.3 nW/µm²` |
| Average size of a mapped cell | `about 15 µm²` |
| Total of fill cells in the finished design | `about 52k` |
| Launch point of the worst hold path | `LOOP_0[0].the_buffer.read_error$_SDFFE_PN0P_` |
| Placed instance count | `32.4k` |
| Area of the mapped netlist | `between 300,000 and 400,000 µm²` |
| Max Clk Rate | `around 0.056 GHz` |
| Yosys warns | `2` |
| Global-route usage over all layers | `38.7%` |
| Vias post-DR | `approximately 230k` |
| Area of the multi-input gates | `83,800 µm²` |
| Effective utilization at floorplan | `50.2%` |
| Instance tally after logic synthesis | `23.6k` |
| Pin count of the biggest net entering global routing | `152` |
| Synthesis area per yosys | `346,000 µm²` |
| CTS sink count | `8,695` |
| HPWL after DPL | `738,000 µm` |
| Number of H-tree branching levels | `6` |
| Top cells by area, synth | `edfxtp_1, o22ai_1, nand2_1` |
| Final Instance Count excl. Fillers | `34.1k` |
| Final Setup Violations | `0` |
| Total gr overflow | `0` |
| Leakage power summed over all cells | `approximately 120 nW` |
| Launching element type of the critical path | `primary input` |
| RSZ-0062 raised after global routing | `no` |
| Total Die Area | `696,000 µm²` |
| DIE WIDTH | `834 µm` |
| Leading cell types in the layout, fill and taps excluded | `edfxtp_1, nand2_1, o22ai_1, nor2_1, buf_4` |
| Worst R2R Setup Slack | `64.49 ns` |
| Kind of cell adding the most delay to the critical path | `buffers and inverters` |
| Fraction of registers with async set/reset | `0%` |
| Detailed Routing Iterations Pass 1 | `8` |
| Routing usage on met2 | `50.8%` |
| I/O pin cnt | `168` |
| Largest area contributor in the synthesized netlist | `edfxtp_1` |
| CTS tree | `done` |
| Peak supply drop | `0.0283 mV` |
| Number of max-capacitance violations reported | `0` |
| Floorplan die height | `834 µm` |
| Flip-flops with a built-in enable | `8,357` |
| Buffers & Inverters on Critical Path | `5` |
| Insertion delay of the later-clocked pin in the worst-skew pair | `1.20 ns` |
| Buffers from clock root to sink, at most | `4` |
| CP max-delay cell | `clkdlybuf4s50_1` |
| Most used flip-flop cell after synthesis | `edfxtp_1` |
| Post-detailed-routing wire length | `1,220,000 µm` |
| Time the worst path needs with I/O delays and setup | `17.84 ns` |
| Cycle use final | `24.3%` |
| Final Core Density | `about 57%` |
| Required time at the worst-slack endpoint | `between 70 and 80 ns` |
| Antenna Violating Nets Remaining | `0` |
| Met1 Track Usage GR | `47.8%` |
| Weighted congestion at the end of routability-driven global placement | `roughly 1.0` |
| First-pass GRT wire length | `1,710,000 µm` |
| Clock slew at reported path FFs | `0.06 ns` |
| Dominant cell area share | `between 70% and 80%` |
| DRC violation total after the first TritonRoute iteration | `18.8k` |
| Row Count | `305` |
| DRC violations left | `0` |
| Cell at the root of the clock tree | `clkbuf_16` |
| Startpoint of the worst register-to-register path | `LOOP_0[2].the_buffer.read_addr[0]$_SDFFE_PN0P_` |
| Critical path's largest stage delay | `approximately 0.96 ns` |
| Slew at the pin closest to its max-slew limit | `~1.3 ns` |
| Crit end category | `register` |
| List of cells traversed by the critical path | `clkdlybuf4s50_1 > inv_1 > or2_2 > inv_1 > nand2_1 > nor2_1 > nand3_1 > buf_4 > nor2_4 > buf_4` |
| Most instantiated logic cell after routing | `edfxtp_1` |
| Number of CTS-inserted buffers | `873` |
| Count of cells along the worst register-to-register path | `17` |
| OpenROAD warnings | `95` |
| Count of final max-slew check failures | `0` |
| Data arrival at the endpoint of the critical path | `~19 ns` |
| Average wire per cell in the routed design | `35.8 µm` |
| Yosys Instances | `23.6k` |
| Worst hold endpoint | `LOOP_0[0].the_buffer.read_error$_SDFFE_PN0P_` |
| Post-CTS repair timing setup buffer count | `0` |
| Port Buf Inserts | `167` |
| Register share after synthesis | `74.4%` |
| Footprint of the flip-flops and latches | `258,000 µm²` |
| Tightest slew margin relative to the limit | `9.40%` |
| Final hold violation count | `0` |
| Met3 usage | `about 32%` |
area by class of cell:
class | count | share of cell area (%)
Sequential cell | 8695 | 66.0
Multi-Input combinational cell | 13100 | 21.5
Clock buffer | 1112 | 5.89
Tap cell | 9210 | 2.95
Timing Repair Buffer | 1322 | 2.57
Clock inverter | 482 | 1.01
Antenna cell | 118 | 0.0756
Inverter | 57 | 0.0573
worst reg2reg max path: cells and delay by family (launching register included):
family	cells	cell delay [ns]
AOI/OAI and AO/OA	4	1.39
buffers and inverters	6	3.44
DFF	1	0.46
muxes	2	0.55
and+or+nand+nor	5	2.72
how the worst max path moves through the flow:
stage,to,start,slack (ns),depth (start not counted)
5_1_grt,error,LOOP_0[3].the_buffer.write_error$_SDFFE_PN0P_,55.37,3
4_1_cts,error,LOOP_0[1].the_buffer.write_error$_SDFFE_PN0P_,55.36,3
6_report,LOOP_0[3].the_buffer.RAM[3][11]$_DFFE_PP_,in_nd[3],55.46,10
cell families after synthesis:
family | synth area share [%]
AND-OR/OR-AND | 11.9
buffers and inverters | 2.20
XOR/XNOR | 0.250
adder cells (fa/ha/maj) | 0.166
flip-flops | 74.4
multiplexers | 2.88
AND/OR/NAND/NOR | 8.19
cells in the mapped netlist (all sizes together) (163+ instances only):
master / number
mux4: 163
nand3: 768
nor4: 304
o22a: 250
a32oi: 271
nor3: 441
clkbuf: 1004
mux2i: 561
a2111oi: 181
a31oi: 398
nand4: 274
a21oi: 659
o22ai: 1663
nor2: 1456
buf: 763
nand2: 2418
o221ai: 801
dfxtp: 338
a22oi: 173
o21ai: 562
edfxtp: 8357
nor2b: 213
metrics by stage:
step           instance area [µm²]  power (W)  hold WS (ns)  setup WS [ns]
2_1_floorplan               346000    0.00577         0.437          54.42
3_3_place_gp                363000    0.00611         0.450          54.45
3_5_place_dp                363000    0.00612         0.464          54.42
4_1_cts                     390000     0.0103         0.478          55.36
5_1_grt                     390000     0.0105         0.504          55.37
6_report                    391000     0.0103         0.477          55.46
registers in the layout, summed over array words and instances, names as in the netlist:
name                           cells
LOOP_0.the_buffer.RAM           8192
LOOP_0.the_buffer.full           256
LOOP_0.the_buffer.read_addr       24
LOOP_0.the_buffer.read_data      128
LOOP_0.the_buffer.read_error       4
LOOP_0.the_buffer.read_full        4
LOOP_0.the_buffer.write_addr      24
LOOP_0.the_buffer.write_error      4
out_data                          32
out_nd                             1
packet_length                     10
packet_pos                        10
read_deletes                       4
stream                             2
metal layers:
layer  part of all wire [%]  up-vias
li1                       -    96000
met1                     31   110000
met2                     43    16400
met3                     20     3014
met4                    6.0      170
met5                   0.33        -
power by group:
group	switching (W)	internal [W]	total [W]	leakage, nW
combinational	0.000407	0.000122	0.000529	31.7
clock	0.00190	0.00237	0.00426	13.1
sequential	0.0000175	0.00548	0.00550	78.0
Power figures rest on the tool's default switching activity, not on a simulated workload.
